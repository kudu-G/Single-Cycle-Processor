--- flow/config.mk ---
export PLATFORM = sky130hd
export DESIGN_NAME = Pc_calc
export DESIGN_NICKNAME = Pc_calc
export VERILOG_FILES = /design/flow/design.v
export SDC_FILE = /design/flow/constraint.sdc
export NUM_CORES = 4
export LEC_CHECK = 1
export CORE_UTILIZATION = 40
--- flow/constraint.sdc ---
current_design Pc_calc

set clk_period 10.4
set clk_io_pct 0.2

create_clock -name clk0 -period $clk_period

set non_clock_inputs [all_inputs -no_clocks]
set_input_delay [expr $clk_period * $clk_io_pct] -clock clk0 $non_clock_inputs
set_output_delay [expr $clk_period * $clk_io_pct] -clock clk0 [all_outputs]
--- flow/design.v ---
module Pc_calc(
input PCScr,
input [31:0] ImmExt, Pc,
output reg [31:0] PcNext
);
always @(*) begin
    if(PCScr)begin
        PcNext=Pc+ImmExt;
    end
    else begin
        PcNext=Pc+4;
    end
end
endmodule
--- flow/run.sh ---
#!/bin/bash
# OpenROAD 26Q1-2900-gdf79404cd8, Yosys 0.63+post, stock flow scripts
make -C /OpenROAD-flow-scripts/flow DESIGN_CONFIG=/design/flow/config.mk WORK_HOME=/design/flow/orfs finish
==> CHANGELOG.md <==
## Implementation

* Layout Utilization at approximately three fifths
* Max Cap Viol at 0
* Die span in y at 81.9 um
* Count of final setup violators at 0
* Most used cell, CP: clkdlybuf4s50_1
* Worst Setup End Kind: output pin
* Sequential share of the synthesized area at 0%
* Logic area at 0.00245 mm2
* Synth top cell by count: a21oi_1
* Slew headroom at 64.7%
* Core area at 0.00603 mm2
* Crit-path cells: clkdlybuf4s50_1 -> ha_1 -> fa_1 -> a211oi_1 -> nor2_2 -> a211oi_2 -> or4b_4 -> nand3_1 -> a31oi_1 -> nor2_1 -> a311oi_1 -> clkdlybuf4s50_1
* Tightest Pin Transition at between 0.5 and 0.6 ns
* Ratio of cells with drive above 1 in the final layout at under 10%
* Final hold vios at 0
* Die Size at 0.00671 mm2
* Seq_cells at 0
* Crit path DAT at ~5.3 ns
* First-pass GRT wire length at 11.7 mm
* PwrDens at 54.3 mW/mm2
* Pleak at 1.43 nW
* Outcome: completed
* Hold path cells at 4
* Post-synthesis cell area at 0.00256 mm2
* CP Class: primary input to output pin
* Crit path required time at 8.32 ns
* Log Warnings at 33
* Initial antenna violation count at 0
* Startpoint types: primary input
* DRT Pass-1 Iters at 5
* Starting Density at 42.4%
* CP max stage delay at 0.53 ns
* Top cells by area: ha_1, xnor2_1, a21oi_1
* Crit path max fanout at 4
* Post CTS Setup Buffer Count at 0
* Via-to-Cell Ratio at 5.54
* Synthesis area per yosys at approximately 0.0026 mm2
* Pre-CTS setup slack at 3.00 ns
* RSZ-0062 raised after global routing: no
* Top cells by count: a21oi_1, nor2_1, ha_1, xnor2_1, nand2_1
* Top cell type's share of synthesized area at 15.7%
* CTS Hold Buffers Added at 0
* Routed wire length per instance at 13.6 um
* Min-Delay Endpoint: PcNext[27]
* DRT antenna net count at 0
* Filler instances at 598
* Yosys top cell by area: ha_1
* Cts repair resizes at 0
* GRT Total Usage at between 20% and 30%
* GPL Wtd Cong at 0.862
* Diode count at 0
* Period utilisation layout at 71.1%
* Post-DP HPWL at 6.04 mm
* Worst setup margin at 3.00 ns
* CP delay by family, top: AND-OR/OR-AND gates
* Largest net degree at the start of global routing at 53
* VDD IR-drop max at just under 0.00003 V
* Final routed DRC violation total at 0
* Mean post-synth cell area at between 6 and 7 um2
* P&R area growth vs syn at 39.8%
* Die W at 81.9 um
* CP max stage cell: clkdlybuf4s50_1
* GRT overflow at 0
* DRT met1 WL at 3.72 mm
* Max Used Layer: met3
* # rows at 28
* FMAX at 0.135 GHz
* Synth cell types at 53
* Flop area at 0 um2
* DR WL met3 at 416 um
* Setup TNS at 0 ns
* Cells in synth_stat.txt at between 300 and 400
* Metal2 WL at 3.25 mm
* Hold Crit Class: primary input to output pin
* Overall Power at between 0.15 and 0.2 mW
* Hold Startpoint: PCScr
* Buf/Inv on CP at 2
* Synth warn at 1
* Post-Synthesis Cells at 386
* Clock buffers at 0
* Vias at 3020
* Fin crit period at 7.40 ns
* First DRT Iteration DRCs at 98
* Routed WL at 7.39 mm
* Hold_ws at 4.95 ns
* Port Buffers at between 90 and 100
* Vias in the first global route at 2601
* Max Slew Vio Count at 0
* # IOs at 97
==> through the flow <==
stage                     cell area, um2  std cells
final                               3570        545
after global routing                3570        545
after CTS                           3570        545
after detailed placement            3570        545
after global placement              3570        545
after floorplan                     2560        386
==> worst min-delay path, cell delays in order <==
cell and delay (ns):
buf_2 0.09, inv_2 0.15, mux2i_1 0.16, clkdlybuf4s50_1 0.39
==> placed cells by master (no fill, tap or decap), types with 3 or more instances in the layout <==
cell type / netlist / final
clkdlybuf4s50_1: 0 / 96
a21oi_1: 47 / 47
nor2_1: 44 / 44
ha_1: 32 / 32
xnor2_1: 30 / 30
nand2_1: 28 / 28
o21ai_0: 21 / 21
nand3_1: 19 / 19
xor2_1: 18 / 18
inv_1: 13 / 13
a21o_1: 11 / 11
nand4_1: 10 / 10
nor3_1: 9 / 9
and4_1: 7 / 7
and3_1: 5 / 5
o21bai_1: 5 / 5
a31oi_1: 5 / 5
a211oi_1: 4 / 4
o21a_1: 4 / 4
nor2b_1: 4 / 4
and2_1: 3 / 3
o211ai_1: 3 / 3
a221o_1: 3 / 3
mux2i_1: 3 / 3
nand2b_1: 3 / 3
or3_1: 3 / 3
nor4_1: 3 / 3
mux2_2: 3 / 3
==> cells by family (layout without fill, tap and decap cells) <==
family,count (synthesis),count (layout),synth area share [%]
adder cells (fa/ha/maj),33,33,16.4
multiplexers,6,6,2.50
buffers and inverters,29,113,4.31
XOR/XNOR,48,48,16.4
AND-OR/OR-AND,123,123,31.2
AND/OR/NAND/NOR,147,147,29.1
==> report_power, final <==
group / leakage (nW) / internal [mW] / switching, mW / total, mW
Sequential: 0 / 0 / 0 / 0
Combinational: 1.43 / 0.107 / 0.0874 / 0.194
Clock: 0 / 0 / 0 / 0
==> per-layer routing <==
metal	vias up	GRT usage (%)
met3	0	0.338
met2	82	36.5
li1	1605	-
met1	1333	33.6
met5	-	0
met4	0	0.351
==> area by class of cell <==
type	count	area share, %
timing repair buffer	99	27.5
inverter	14	1.47
tap	75	2.63
multi-input combinational	357	68.5
==> worst max-delay path by stage <==
stage	startpoint	end	slack [ns]	cells after the start
CTS	Pc[0]	PcNext[24]	2.98	12
global route	Pc[0]	PcNext[24]	2.72	12
finish	Pc[0]	PcNext[24]	3.00	12
Power is estimated from default activity; no workload was simulated.
