===== flow/design.v =====
module mux(
    input [31:0] in1,in2,
    input sel, 
    output [31:0] out
);
assign out = (sel)? in2 : in1;
endmodule

===== flow/run.sh =====
#!/bin/bash
# OpenROAD 26Q1-2900-gdf79404cd8, Yosys 0.63+post, stock flow scripts
make -C /OpenROAD-flow-scripts/flow DESIGN_CONFIG=/design/flow/config.mk WORK_HOME=/design/flow/orfs finish

===== flow/config.mk =====
export PLATFORM = sky130hd
export DESIGN_NAME = mux
export DESIGN_NICKNAME = mux
export VERILOG_FILES = /design/flow/design.v
export SDC_FILE = /design/flow/constraint.sdc
export NUM_CORES = 4
export LEC_CHECK = 1
export CORE_AREA = 10 10 70 70
export DIE_AREA = 0 0 80 80

===== flow/constraint.sdc =====
current_design mux

set clk_period 1.0
set clk_io_pct 0.2

create_clock -name clk0 -period $clk_period

set non_clock_inputs [all_inputs -no_clocks]
set_input_delay [expr $clk_period * $clk_io_pct] -clock clk0 $non_clock_inputs
set_output_delay [expr $clk_period * $clk_io_pct] -clock clk0 [all_outputs]

==> results.sh <==
# source this file to load flow results
export IMPL_top_area_cell="sky130_fd_sc_hd__mux2_4"
export IMPL_synthXorXnorAreaFrac_pct=0
export IMPL_grt_util_met3_pct=3.07
export IMPL_placeableCoreArea_mm2=0.00342
export IMPL_failed_checks="setup timing"
export IMPL_post_synth_main_logic_family="multiplexers"
export IMPL_slew_viol_final=0
export IMPL_synth_most_common_cell="sky130_fd_sc_hd__mux2_4"
export IMPL_pin_count_of_the_biggest_net_entering_global_routing=8
export IMPL_ff_count=0
export IMPL_detailed_place_hpwl_um=2400
export IMPL_global_route_overflow_total=0
export IMPL_finalSetupViolations=32
export IMPL_grt_setup_unrepaired="yes"
export IMPL_global_route_wire_length_before_repair_um=4150
export IMPL_powerDensity_mw_per_mm2=389
export IMPL_num_clock_buffers=0
export IMPL_power_static_leakage_nw=0.990
export IMPL_timing_final_crit_share_pct=118
export IMPL_maxCapViolCount=0
export IMPL_wl_per_cell_um=14.8
export IMPL_die_x_um=80
export IMPL_core_rowCount=21
export IMPL_layout_area_overhead_vs_synth_pct=212
export IMPL_ys_top_cells_by_count="sky130_fd_sc_hd__mux2_4 (30), sky130_fd_sc_hd__buf_12 (3), sky130_fd_sc_hd__mux2_2 (2)"
export IMPL_period_needed_ps=1180
export IMPL_synth_simple_area_share_pct=0
export IMPL_hold_fix_buffers_cts=0
export IMPL_criticalPathCategory="in -> out"
export IMPL_synthCells=36
export IMPL_critical_path_startpoint_type="primary input"
export IMPL_critPathMaxFanout=7
export IMPL_die_y_um=80
export IMPL_drt_pass1_iterations=2
export IMPL_ff_latch_area_um2=0
export IMPL_holdCritPathClass="in -> out"
export IMPL_synth_largest_type_area_fraction_pct=82.8
export IMPL_ys_types=4
export IMPL_floorplanUtilization_pct=15.9
export IMPL_timing_hold_worst_endpoint="out[24]"
export IMPL_critical_path_most_common_cell="sky130_fd_sc_hd__buf_12"
export IMPL_die_area_mm2=0.00640
export IMPL_yosys_stat_cells=36
export IMPL_slowest_delay_ps=300
export IMPL_tightestPinTransition_ps=61.1
export IMPL_synth_top_cells_by_area="sky130_fd_sc_hd__mux2_4 (83%), sky130_fd_sc_hd__buf_12 (11%), sky130_fd_sc_hd__mux2_2 (4.1%), sky130_fd_sc_hd__buf_6 (2.1%)"
export IMPL_min_path_cells=3
export IMPL_peak_supply_drop_mv=0.173
export IMPL_synthAdderAreaFrac_pct=0
export IMPL_finalHoldViolations=0
export IMPL_final_layout_size_suffix_gt1_share_pct=56.2
export IMPL_grt_use_met1_pct=8.97
export IMPL_synth_warnings=0
export IMPL_fmax_mhz=851
export IMPL_pre_cts_ws_ps=-497
export IMPL_antenna_found_initial=0
export IMPL_finalNonFillerCells=192
export IMPL_postLayoutSetupSlackWorst_ps=-175
export IMPL_detail_route_wirelength_um=2850
export IMPL_drt_antenna_violating_nets=0
export IMPL_ys_chip_area_um2=544
export IMPL_max_slew_margin_pct=95.9
export IMPL_drt_first_iter_violations=4
export IMPL_vias=730
export IMPL_yosysSeqAreaShare_pct=0
export IMPL_n_antenna_cell=0
export IMPL_netlist_area_um2=544
export IMPL_synth_avg_cell_area_um2=15.1
export IMPL_crit_path_top_delay_cell="sky130_fd_sc_hd__mux2_4"
export IMPL_placed_instances=177
export IMPL_critical_path_endpoint_type="output pin"
export IMPL_aoi_share_pct=0
export IMPL_detail_route_drc_violations=0
export IMPL_tool_warnings=34
export IMPL_worstHoldStart="in1[24]"
export IMPL_routed_via_density=3.80
export IMPL_globalRoute_busiestLayer="met2"
export IMPL_ys_sh_mux_pct=86.9
export IMPL_outcome="finished, violations left"
export IMPL_ios=97
export IMPL_grt_total_usage_pct=7.87
export IMPL_required_ps=800
export IMPL_grt_pass1_vias=824
export IMPL_crit_chain="buf_12, buf_12, buf_8, mux2_4, buf_6"
export IMPL_globalplace_congestion=0.760
export IMPL_data_arrival_time_of_the_critical_path_ps=980
export IMPL_io_buffers=97
export IMPL_grt_util_met2_pct=14.3
export IMPL_final_util_pct=49.7
export IMPL_post_layout_total_power_w=0.000660
export IMPL_fillerInstances=327
export IMPL_cp_startpoint="sel"
-- final cells by class --
cell class | instances | area (um2) | area share [%]
multi-input combinational | 32 | 480 | 28.3
tap | 46 | 57.6 | 3.39
timing repair buffer | 114 | 1160 | 68.3
-- metrics by stage --
step / hold WS (ps) / TNS [ps] / area [um2]
2_1_floorplan: 498 / 0 / 544
3_3_place_gp: 1330 / -15250 / 1540
3_5_place_dp: 1330 / -15270 / 1540
4_1_cts: 800 / -5200 / 1610
5_1_grt: 714 / -5620 / 1700
6_report: 694 / -5030 / 1700
-- worst max-delay path: cells and delay by family --
family	cells	cell delay, ps
buf+inv	4	470
mux	1	300
-- placed cells by master (no fill, tap or decap) --
| cell type | n |
|---|---|
| sky130_fd_sc_hd__clkdlybuf4s50_1 | 10 |
| sky130_fd_sc_hd__mux2_4 | 32 |
| sky130_fd_sc_hd__buf_12 | 3 |
| sky130_fd_sc_hd__dlygate4sd2_1 | 40 |
| sky130_fd_sc_hd__buf_2 | 12 |
| sky130_fd_sc_hd__buf_4 | 2 |
| sky130_fd_sc_hd__buf_16 | 1 |
| sky130_fd_sc_hd__buf_8 | 3 |
| sky130_fd_sc_hd__dlymetal6s2s_1 | 14 |
| sky130_fd_sc_hd__buf_6 | 29 |
-- how the worst max path moves through the flow --
stage | end | cells after the start
4_1_cts | out[0] | 5
5_1_grt | out[31] | 5
6_report | out[31] | 5
-- metal layers --
layer  share of wire (%)  wire (um)  up-vias
met4                   0          0        0
met5                   0          0        -
met1                  40       1140      317
met2                  49       1390       51
li1                    -          -      362
met3                  11        313        0
-- report_power, final --
| part | total [W] | internal [W] | switching [W] |
|---|---|---|---|
| registers | 0 | 0 | 0 |
| clock network | 0 | 0 | 0 |
| logic | 0.000660 | 0.000519 | 0.000141 |
-- cell families after synthesis --
logic type / Yosys count
mux: 32
buf+inv: 4
-- repair_timing --
| item | in CTS | in global routing |
|---|---|---|
| cloned | 1 | 0 |
| setup endpoints to repair | 32 | 32 |
| buffers inserted | 14 | 0 |
| gates resized | 170 | 23 |
| pin swaps | 0 | 0 |
