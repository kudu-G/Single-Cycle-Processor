**design/flow/run.sh**
```bash
#!/bin/bash
# OpenROAD 26Q1-2900-gdf79404cd8, Yosys 0.63+post, stock flow scripts
make -C /OpenROAD-flow-scripts/flow DESIGN_CONFIG=/design/flow/config.mk WORK_HOME=/design/flow/orfs finish
```
**design/flow/config.mk**
```make
export PLATFORM = sky130hd
export DESIGN_NAME = program_counter
export DESIGN_NICKNAME = program_counter
export VERILOG_FILES = /design/flow/design.v
export SDC_FILE = /design/flow/constraint.sdc
export NUM_CORES = 4
export LEC_CHECK = 1
export CORE_AREA = 10 10 94 94
export DIE_AREA = 0 0 104 104
```
**design/flow/constraint.sdc**
```tcl
current_design program_counter

set clk_period 1.1
set clk_io_pct 0.2

create_clock -name clk0 -period $clk_period [get_ports {clk}]

set non_clock_inputs [all_inputs -no_clocks]
set_input_delay [expr $clk_period * $clk_io_pct] -clock clk0 $non_clock_inputs
set_output_delay [expr $clk_period * $clk_io_pct] -clock clk0 [all_outputs]
```
**design/flow/design.v**
```verilog
module program_counter(
input [31:0] PcNext,
input clk,areset,load,
output reg [31:0] Pc
);
always@(posedge clk or negedge areset)begin
    if(!areset)
    begin
        Pc<=0;
    end
    else if(load)begin
        Pc<=PcNext;
    end
end
endmodule 
```
==> flow_metrics.env <==
# yosys + openroad results
export IMPL_outcome="finished with violations"
export IMPL_violations="negative hold slack"
export IMPL_m1WireLength_mm=1.48
export IMPL_place_area_mm2=0.00212
export IMPL_grt_start_max_net_pins=33
export IMPL_reg_top3="Pc (32)"
export IMPL_root_buffer="clkbuf_8"
export IMPL_dieArea_mm2=0.0108
export IMPL_nFillCells=694
export IMPL_peakVddDrop_mv=0.362
export IMPL_row_count=30
export IMPL_fin_crit_sh=0.962
export IMPL_yosys_warnings=1
export IMPL_max_freq_mhz=945
export IMPL_path_max_fanout=2
export IMPL_rsz0062_at_grt="false"
export IMPL_largest_reg_flops=32
export IMPL_antenna_left=0
export IMPL_cts_tree="done"
export IMPL_clock_latency_ns=0.28
export IMPL_hold_ws_ns=-0.118
export IMPL_ys_types=5
export IMPL_via_per_inst=3.36
export IMPL_worstMarginPinSlew_ns=0.200
export IMPL_num_vias=847
export IMPL_critical_path_depth=1
export IMPL_dr_pass1_iters=4
export IMPL_holdCritPathClass="in -> async"
export IMPL_setup_viol=0
export IMPL_syn_to_final_growth_pct=64.1
export IMPL_fp_util=0.197
export IMPL_cp_data_arrival_time_ns=0.84
export IMPL_htreeDepth=2
export IMPL_diodes=0
export IMPL_drc=0
export IMPL_dp_hpwl_mm=2.53
export IMPL_syn_avg_cell_area_um2=19.8
export IMPL_ys_chip_area_mm2=0.00135
export IMPL_netlist_area_mm2=0.00135
export IMPL_worstSetupPathType="reg -> out"
export IMPL_core_area_mm2=0.00683
export IMPL_warnings=27
export IMPL_antenna_found_initial=0
export IMPL_cap_violations=0
export IMPL_fin_area_mm2=0.00221
export IMPL_end_kind="output pin"
export IMPL_grt_overflow_total=0
export IMPL_dr_wl_met3_um=193
export IMPL_grt_pass1_wl_mm=5.55
export IMPL_finalHoldViolCount=32
export IMPL_worst_path_max_delay_cell="dfrtp_1"
export IMPL_final_util=0.323
export IMPL_clock_path_buffers=2
export IMPL_r2r_cells=3
export IMPL_met2_length_mm=1.70
export IMPL_cts_clk_slew_worst_paths_ns=0.07
export IMPL_detail_route_wl_per_cell_um=13.7
export IMPL_first_global_vias=965
export IMPL_io_pins=67
export IMPL_ys_seq_elements=32
export IMPL_slew_violations=0
export IMPL_numCtsBuffers=5
export IMPL_postSynthSeqShare=0.595
export IMPL_die_w_um=104
export IMPL_drive_gt1_frac=0.532
export IMPL_fin_crit_ns=1.06
export IMPL_wl_mm=3.45
export IMPL_relSlewSlack=0.866
export IMPL_start_kind="register"
export IMPL_crit_buf_inv=1
export IMPL_top_layer_used="met4"
export IMPL_place_gp_congestion=0.682
export IMPL_power_per_cell_area_mw_per_mm2=1310
export IMPL_track_usage=0.0635
export IMPL_setup_tns_ns=0
export IMPL_max_stage_delay_ns=0.37
export IMPL_final_cell_mix="32 x dfrtp_1, 32 x clkdlybuf4s50_1, 30 x mux2_4, 23 x clkbuf_2, 14 x buf_4"
export IMPL_crit_chain="clkdlybuf4s15_1"
export IMPL_drtIter0Drc=5
export IMPL_cellLeakagePower_nw=1.05
export IMPL_io_buffers=66
export IMPL_ys_cells=68
export IMPL_numClockSinks=32
export IMPL_netlist_instances=68
export IMPL_cp_required_ns=0.88
export IMPL_fin_worst_skew_ns=0
export IMPL_die_y_um=104
export IMPL_regMostFlops="Pc"
export IMPL_crit_family="flip-flops"
==> logic make-up after synthesis <==
logic type	share of synthesized area
mux	0.352
flops	0.595
buf+inv	0.0530
==> worst paths after layout <==
kind / endpoint / slack (ns) / from
setup / recovery: Pc[21] / 0.04 / Pc[21]
min in group clk0: Pc[29] / 0.36 / load
hold reg to reg: Pc[31] / 0.51 / Pc[31]
max in group asynchronous: Pc[18] / 1.04 / areset
hold / removal: Pc[4] / -0.12 / areset
setup reg to reg: Pc[17] / 0.11 / Pc[17]
==> stage by stage <==
step           cells  power [W]  worst slack (ns)
2_1_floorplan     68    0.00158             0.213
3_3_place_gp     230    0.00200            0.0479
3_5_place_dp     230    0.00201            0.0420
4_1_cts          247    0.00298          0.000340
5_1_grt          252    0.00306           0.00296
6_report         252    0.00288            0.0417
==> metal layers <==
layer | GRT usage | up-vias
li1 | - | 407
met1 | 0.0798 | 404
met2 | 0.106 | 31
met3 | 0.0188 | 5
met4 | 0.0129 | 0
met5 | 0 | -
==> cells in the mapped netlist <==
cell type  number  area share
dfrtp_1        32        0.60
mux2_4         30        0.33
buf_12          3       0.045
mux2_2          2       0.017
buf_6           1      0.0084
==> power breakdown <==
part,switching [W],internal (W),leakage (nW)
logic,0.000143,0.000447,0.629
registers,0.0000591,0.00129,0.374
clock network,0.000439,0.000499,0.0510
==> cell type report <==
type	count	area, um^2	share of cell area
clock buffers	6	82.6	0.0374
flip-flops and latches	32	801	0.363
well taps	96	120	0.0544
multi-input cells	32	473	0.214
repair buffers	84	721	0.327
clock inverters	2	10.0	0.00454
==> timing repair <==
| action | 4_1_cts | 5_1_grt |
|---|---|---|
| setup buffers | 9 | 5 |
| resized | 64 | 23 |
| gates cloned | 0 | 0 |
| endpoints found under the hold margin | 32 | 32 |
| setup endpoints to repair | 32 | 24 |
Power figures rest on the tool's default switching activity, not on a simulated workload.
